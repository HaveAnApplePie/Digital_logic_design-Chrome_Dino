===== flow/config.mk =====
export PLATFORM = sky130hd
export DESIGN_NAME = ScoreCounter
export DESIGN_NICKNAME = ScoreCounter
export VERILOG_FILES = /design/flow/design.v
export SDC_FILE = /design/flow/constraint.sdc
export NUM_CORES = 4
export LEC_CHECK = 1
export CORE_UTILIZATION = 30

===== flow/constraint.sdc =====
current_design ScoreCounter

set clk_period 2.8
set clk_io_pct 0.2

create_clock -name clk0 -period $clk_period [get_ports {clk_div}]

set non_clock_inputs [all_inputs -no_clocks]
set_input_delay [expr $clk_period * $clk_io_pct] -clock clk0 $non_clock_inputs
set_output_delay [expr $clk_period * $clk_io_pct] -clock clk0 [all_outputs]

===== flow/design.v =====
`timescale 1ns / 1ps
module ScoreCounter(
	input rst,
	input[1:0] crash,
	input[31:0] clk_div,
	output reg[31:0] data
    );
	initial data <= 32'h0000_0000;
	always@(posedge clk_div[23])begin
		if(rst) data <= 32'h0000_0000;
		else begin
		if(data[3:0] == 4'h9)begin
			data[3:0] <= 4'h0;
			data[7:4] <= data[7:4] + 1'd1;
		end
		else if(!crash[0])
			data[3:0] <= data[3:0] + 1'd1;
		if(data[7:4] == 4'h9 && data[3:0] == 4'h9)begin
			data[7:4] <= 4'h0;
			data[11:8] <= data[11:8] + 1'd1;
		end
		if(data[11:8] == 4'h9 && data[7:4] == 4'h9 && data[3:0] == 4'h9)begin
			data[11:8] <= 4'h0;
			data[15:12] <= data[15:12] + 1'd1;
		end
		if(data[19:16] == 4'h9)begin
			data[19:16] <= 4'h0;
			data[23:20] <= data[23:20] + 1'd1;
		end
		else if(!crash[1])
			data[19:16] <= data[19:16] + 1'd1;
		if(data[23:20] == 4'h9 && data[19:16] == 4'h9)begin
			data[23:20] <= 4'h0;
			data[27:24] <= data[27:24] + 1'd1;
		end
		if(data[27:24] == 4'h9 && data[23:20] == 4'h9 && data[19:16] == 4'h9)begin
			data[27:24] <= 4'h0;
			data[31:28] <= data[31:28] + 1'd1;
		end
		end
	end
endmodule

===== flow/run.sh =====
#!/bin/bash
# OpenROAD 26Q1-2900-gdf79404cd8, Yosys 0.63+post, stock flow scripts
make -C /OpenROAD-flow-scripts/flow DESIGN_CONFIG=/design/flow/config.mk WORK_HOME=/design/flow/orfs finish

==> impl_metrics.json <==
{
  "total_power_mw": 0.7832,
  "synth.cell_area_um2": 1748,
  "cp.arrival_ns": 1.89,
  "core_util_floorplan": 0.3136,
  "totalNegativeSetupSlack_ns": 0,
  "skew_ns": 0.0006385,
  "cts.sinks": 32,
  "synth_warnings": 1,
  "synth_largest_type_area_fraction": 0.3665,
  "synthesis.instances": 183,
  "final_layout_size_suffix_gt1_frac": 0.07798,
  "synthAoiAreaFrac": 0.09306,
  "synth-simple-area-share": 0.2942,
  "finalCritPeriodShare": 0.6285,
  "yosys_cell_count": 183,
  "grt_pass1_vias": 1180,
  "hp-start": "data[14]$_SDFFE_PP0P_",
  "i_o_pin_total": 67,
  "cts.htree.levels": 2,
  "critPathMaxFanout": 16,
  "met2_wirelength_mm": 1.464,
  "syn_area_per_cell_um2": 9.552,
  "critPathRequiredTime_ns": 2.93,
  "finalHoldViolations": 0,
  "final-setup-viol-count": 0,
  "hold_path_depth": 2,
  "clk-insertion-delay-late_ns": 0.24,
  "clk_transition_reported_paths_ns": 0.05,
  "nFillCells": 569,
  "chip_area_um2": 6136,
  "port_buffers": 35,
  "max_ffs_per_register": 32,
  "ys_sh_mux": 0.04223,
  "post_synthesis_to_final_layout_area_growth_pct": 26.63,
  "post-synth-top-area-cell": "dfxtp_1",
  "top_layer_used": "met4",
  "post_cts.repair.setup_buffers": 0,
  "worstReg2RegEnd": "data[15]$_SDFFE_PP0P_",
  "most_flops_register": "data",
  "yosys.area_share.xor_xnor": 0.05011,
  "worst_setup_path_end_kind": "flop",
  "routed-wl-met3_um": 129,
  "ys_ff": 32,
  "fa_ha_area_frac": 0.1002,
  "core_region_area_um2": 5574,
  "yosys-top-cells-area": "dfxtp_1 37%, ha_1 10%, nand3b_4 4.6%, nor2_1 3.7%, nand2b_1 3.6%",
  "routed_via_density": 4.707,
  "detailedRoute.firstIterationViolations": 93,
  "antenna_found_initial": 0,
  "die_height_um": 78.33,
  "powerDensity_nw_per_um2": 353.9,
  "core.rowCount": 27,
  "vdd.ir_drop.worst_uv": 144.4,
  "max_freq_mhz": 568.3,
  "grt_overflow_total": 0,
  "dpl.hpwl_mm": 2.313,
  "critical_path_class": "reg2reg",
  "reg2reg_depth": 4,
  "detail_routed_net_length_per_standard_cell_um": 11.33,
  "tool_warnings": 98,
  "gp_congestion": 0.7491,
  "number_of_gates_resized_after_cts": 0,
  "synth.comb.largest_family": "simple AND/OR/NAND/NOR gates",
  "ctsRootBufferMaster": "clkbuf_8",
  "dieWidth_um": 78.33,
  "ys_seq_frac": 0.3665,
  "power.static_leakage_nw": 0.8856,
  "worst_hold_path_type": "reg2reg",
  "result_of_the_run": "complete, no violations",
  "drt_drc_violations_left": 0,
  "cts_hold_repair.buffers": 0,
  "vias": 1365,
  "min_period_ns": 1.760,
  "whs_ns": 0.5148,
  "max_slew.worst_pin.slew_ns": 0.3345,
  "drt-met1-wl_mm": 1.647,
  "antenna_cells_inserted": 0,
  "fin_area_um2": 2213,
  "clock_tree.buffer_depth": 2,
  "grt_first_pass_wirelength_mm": 5.623,
  "timing.max_cap.violations": 0,
  "headroom_to_the_max_slew_limit": 0.7712,
  "synth_cell_types": 31,
  "placedInstanceArea_um2": 2136,
  "dr.pass1.iters": 4,
  "tritoncts_clock_tree": "built",
  "worstHoldEndpoint": "data[14]$_SDFFE_PP0P_",
  "global_route.usage.total": 0.1153,
  "wirelength_mm": 3.285,
  "start_kind": "flop",
  "r2r_slack_ns": 1.04,
  "tritoncts.num_buffers": 5,
  "r2r-start": "data[0]$_SDFFE_PP0N_",
  "yosys-stat-area_um2": 1748,
  "grt_max_degree": 36,
  "largestRegisters": "data: 32 flops",
  "rsz0062_at_grt": "no",
  "detail-route-antenna-nets": 0,
  "final_max_slew_viol_count": 0
}
cells in the final DEF, fill, tap and decap left out, drive strengths merged:
cell / instances
nand3: 6
nor2: 19
or4: 3
inv: 9
mux2: 3
clkdlybuf4s50: 35
nand2: 2
xor2: 6
and3b: 2
nand4b: 5
nand3b: 6
o21ai: 6
a211oi: 4
nor3: 10
clkinv: 1
ha: 14
a2111oi: 2
buf: 1
or4b: 4
nor2b: 5
xnor2: 4
nand2b: 10
or3: 2
mux2i: 4
dfxtp: 32
clkbuf: 6
nor4: 3
a21oi: 9
o31ai: 3
o2bb2ai: 2
synthesized netlist by cell type:
library cell  number
a2111oi_0          2
a211oi_1           4
a21oi_1            9
and3b_1            2
buf_6              4
clkbuf_1           4
dfxtp_1           32
ha_1              14
inv_1              9
mux2_2             3
mux2i_1            4
nand2_1            2
nand2b_1          10
nand3_1            6
nand3b_1           2
nand3b_4           4
nand4b_1           5
nor2_1            17
nor2_2             2
nor2b_1            5
nor3_1            10
nor4_1             2
nor4_2             1
o21ai_0            6
o2bb2ai_1          2
o31ai_1            3
or3_1              2
or4_1              3
or4b_1             4
xnor2_1            4
xor2_1             6
worst max-delay path by stage:
stage                      from  cells past startpoint                     to
4_1_cts   data[19]$_SDFFE_PP0N_                      1               data[19]
6_report   data[0]$_SDFFE_PP0N_                      4  data[15]$_SDFFE_PP0P_
5_1_grt   data[24]$_SDFFE_PP0P_                      4  data[31]$_SDFFE_PP0P_
report_power, final:
group / switching (mW) / internal (mW) / leakage [nW]
registers: 0.00814 / 0.463 / 0.258
logic: 0.0223 / 0.0270 / 0.586
clock network: 0.0977 / 0.166 / 0.0410
total: 0.128 / 0.655 / 0.886
metrics by stage:
| stage | instances | util | worst slack, ns |
|---|---|---|---|
| after floorplan | 183 | - | 1.262 |
| after global placement | 283 | 0.3832 | 1.016 |
| after detailed placement | 283 | 0.3832 | 0.9992 |
| after CTS | 290 | 0.3971 | 0.9945 |
| after global routing | 290 | 0.3971 | 0.9274 |
| final | 290 | 0.3971 | 1.040 |
metal layers:
metal / vias to the layer above / GRT usage
li1: 717 / -
met1: 620 / 0.1773
met2: 24 / 0.1711
met3: 4 / 0.02715
met4: 0 / 0.01667
met5: - / 0
cell type report:
class | count | area (µm²) | area share
Clock inverter | 1 | 5.005 | 0.002261
Clock buffer | 6 | 72.57 | 0.03279
Inverter | 9 | 33.78 | 0.01526
Timing Repair Buffer | 36 | 357.8 | 0.1617
Sequential cell | 32 | 640.6 | 0.2894
Tap cell | 72 | 90.09 | 0.04070
Multi-Input combinational cell | 134 | 1013 | 0.4579
worst max-delay path, stage by stage, from the launching register on:
cell,delay (ns)
dfxtp_1,0.41
ha_1,0.28
nand3b_4,0.19
nor4_1,0.39
mux2_2,0.37
cell families after synthesis:
kind of cell | Yosys count
xor+xnor | 10
mux | 7
buf+inv | 17
fa+ha+maj | 14
flops | 32
compound gates | 26
simple gates | 77
Power and IR drop assume default switching activity.
