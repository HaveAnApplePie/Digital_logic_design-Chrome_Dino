File: run.sh
#!/bin/bash
# OpenROAD 26Q1-2900-gdf79404cd8, Yosys 0.63+post, stock flow scripts
make -C /OpenROAD-flow-scripts/flow DESIGN_CONFIG=/design/flow/config.mk WORK_HOME=/design/flow/orfs finish
File: config.mk
export PLATFORM = sky130hd
export DESIGN_NAME = vgac
export DESIGN_NICKNAME = vgac
export VERILOG_FILES = /design/flow/design.v
export SDC_FILE = /design/flow/constraint.sdc
export NUM_CORES = 4
export LEC_CHECK = 1
export CORE_UTILIZATION = 40
File: constraint.sdc
current_design vgac

set clk_period 2.4
set clk_io_pct 0.2

create_clock -name clk0 -period $clk_period [get_ports {vga_clk}]

set non_clock_inputs [all_inputs -no_clocks]
set_input_delay [expr $clk_period * $clk_io_pct] -clock clk0 $non_clock_inputs
set_output_delay [expr $clk_period * $clk_io_pct] -clock clk0 [all_outputs]
File: design.v
`timescale 1ns / 1ps
module vgac (vga_clk,clrn,d_in,row_addr,col_addr,rdn,r,g,b,hs,vs);  
   input     [11:0] d_in;      
   input            vga_clk;   
   input            clrn;
   output reg [8:0] row_addr;  
   output reg [9:0] col_addr;  
	output reg       rdn;       
   output reg [3:0] r,g,b;  
   output reg       hs,vs;     
   reg [9:0] h_count;  
   always @ (posedge vga_clk) begin
       if (!clrn) begin
           h_count <= 10'h0;
       end else if (h_count == 10'd799) begin
           h_count <= 10'h0;
       end else begin 
           h_count <= h_count + 10'h1;
       end
   end
   reg [9:0] v_count;  
   always @ (posedge vga_clk or negedge clrn) begin
       if (!clrn) begin
           v_count <= 10'h0;
       end else if (h_count == 10'd799) begin
           if (v_count == 10'd524) begin
               v_count <= 10'h0;
           end else begin
               v_count <= v_count + 10'h1;
           end
       end
   end
    wire  [9:0] row    =  v_count - 10'd35;      
    wire  [9:0] col    =  h_count - 10'd143;     
    wire        h_sync = (h_count > 10'd95);     
    wire        v_sync = (v_count > 10'd1);      
    wire        read   = (h_count > 10'd142) &&  
                         (h_count < 10'd783) &&  
                         (v_count > 10'd34)  &&  
                         (v_count < 10'd515);    
    always @ (posedge vga_clk) begin
        row_addr <=  row[8:0];  
        col_addr <=  col;       
        rdn      <= ~read;      
        hs       <=  h_sync;    
        vs       <=  v_sync;    
        r        <=  rdn ? 4'h0 : d_in[3:0];  
        g        <=  rdn ? 4'h0 : d_in[7:4];  
        b        <=  rdn ? 4'h0 : d_in[11:8];  
    end
endmodule
==> deck_impl_summary.md <==
Synthesis and Place & Route Summary

STA
  – F_max: approximately 500 MHz
  – Clock Skew: between 0.007 and 0.008 ns
  – Final setup fails: 0
  – Slew headroom: 70.1%
  – Final min period: between 2 and 2.5 ns
  – Slew @ Worst Pin: 0.443 ns
  – Period utilisation layout: 85.6%
  – Fin. max-slew vios: 0
  – Unrepaired setup endpoints after global routing: no
  – Final hold viol count: 0
  – Aggregate negative setup slack: 0 ns

Clocking
  – Post-cts resize count: 0
  – CTS tree: done
  – # clock sinks: between 50 and 60
  – Reg clk slew, reported paths: around 0.090 ns
  – CTS root buffer: clkbuf_8
  – CTS Hold Bufs: 0
  – Clock latency (worst-skew pair): about 0.3 ns
  – Clock Path Buffers: 2
  – Setup bufs post-CTS: 0
  – Htree depth: 2
  – CTS buffer count: 5

Logic synthesis
  – Register share after synthesis: roughly 54%
  – Xor/xnor share: 9.13%
  – Comb area leader: simple AND/OR/NAND/NOR gates
  – Top-area cell share: a little over two fifths
  – Synthesized netlist cell count: approximately 200
  – Simple-Gate Fraction of Synth Area: between 10% and 20%
  – Syn_area_per_cell: ~11 sq um
  – Ys Warns: 1
  – Yosys synthesis chip area: approximately 2100 sq um
  – Synth flops: 54
  – Cell area leaders: dfxtp_1 (42%), dfrtp_1 (12%), xor2_1 (6.2%), ha_1 (4.1%), nor2b_1 (3.9%)
  – Adder Area Share: under 10%
  – Post-Syn Area: 2110 sq um
  – Post-synth cell types: roughly 44
  – Cell type with the largest total area: dfxtp_1
  – Synth async-reset ratio: about 19%
  – Synth mux share: ~1.5%
  – # Cells Yosys: 197
  – Post-synth EDFFs: 0
  – Synth Area in Compound Gates: under 10%
  – Primary FF master, synth: dfxtp_1

Setup path
  – Setup CP Type: reg2reg
  – Crit path arrival time: between 2 and 2.5 ns
  – Worst-path cell chain: ha_1, and3_1, nand4_1, nor2_1, mux2_2
  – Worst Setup SP: h_count[1]
  – CP Launch Type: flip-flop
  – Critical Path Stages: 5
  – Critical Path RT: ~2.6 ns
  – Critical path buffers and inverters: 0
  – Crit-path slowest cell: nand4_1
  – CP Capture Type: flip-flop
  – Largest stage delay, worst path: about 0.42 ns
  – CP top delay family: simple AND/OR/NAND/NOR gates
  – R2R depth: 5
  – Largest fanout on the critical path: 11
  – Reg2reg start: h_count[1]

Route
  – WL/cell: between 10 and 15 microns
  – Met1 wire length: approximately 1800 microns
  – Wire length on met3: ~280 microns
  – Routed Wire Length: about 3700 microns
  – Diode count: 0
  – TritonRoute pass-1 iters: 4
  – Top sig layer: met4
  – Antenna Nets Post-Route: 0
  – Initial DRC count: roughly 48
  – DR WL met2: 1570 microns
  – Vias per Instance: between 4 and 5
  – Via count: 1,454
  – Number of remaining DRC errors: 0

Finish
  – Filler cell count: between 400 and 500
  – Non-filler cells, final: between 300 and 400
  – Design Area, Final: ~2700 sq um
  – Fin util: a little over half
  – Layout cells sized above 1: between 6 and 7%
  – Flop area: 1130 sq um
  – Area delta synth->final: 27.6%
  – Logic cell area: 880 sq um
  – Most numerous logic cells after layout: clkdlybuf4s50_1 (47), dfxtp_1 (44), xor2_1 (15), nor2b_1 (13)
  – Top cell excl fill/tap: clkdlybuf4s50_1

Pwr
  – Peak VDD IR: ~0.37 mV
  – Leak pwr: 1.09 nW
  – Power per Cell Area: 560 nW/um^2

Placed design
  – DP HPWL: 2530 microns
  – Dpl cells: between 200 and 300
  – Port Buf Inserts: about 47
  – Cell area after placement: 2590 sq um
  – Final estimated routing congestion in global placement: a little under 0.8

Die
  – IO Pins: between 40 and 50
  – Die width: about 75 microns
  – FP Util: slightly above 40%
  – Row Count: 26
  – Core area: between 5000 and 6000 sq um
  – Die H: 74.6 microns
  – Die area: around 5600 sq um

Global routing
  – Gr usage total: 14.1%
  – Vias in the first global route: 1,275
  – Total grt overflow: 0
  – Initial antenna violation count: 0
  – Largest net degree at the start of global routing: 16
  – First-pass GRT wire length: 5870 microns

Worst hold path
  – Hold Crit Start: h_count[0]
  – Worst Hold Depth: 1
  – Hold Path Class: reg2reg

Run
  – Tool Warnings: 30
  – Maxcap violations: 0

Status
  – Run status: finished, final reports clean
-- per-layer routing --
layer  up-vias  GRT usage (%)
met5         -              0
met4         0           1.68
met3         5           3.53
met2        46           21.9
met1       661           21.2
li1        742              -
-- cells by family after synthesis --
family	count (synthesis)
and+or+nand+nor	67
DFF	54
AOI/OAI and AO/OA	24
xor gates and xnor gates	22
buffers and inverters	20
adders and majority gates	7
muxes	3
-- final cells by class --
type                            instances  area share (%)
Sequential cell                        54            42.0
Multi-Input combinational cell        123            32.7
Timing Repair Buffer                   48            17.8
Clock buffer                            8            3.76
Tap cell                               70            3.25
Inverter                                4           0.558
-- cell usage after synthesis (5+ instances only) --
master / count
ha_1: 7
dfrtp_1: 10
nor2_1: 10
nand4_1: 7
xor2_1: 15
clkbuf_1: 5
xnor2_1: 7
nor3_1: 7
nor2b_1: 13
dfxtp_1: 44
buf_2: 8
nand3_1: 5
nand2_1: 8
o21ai_0: 5
-- metrics by stage --
stage          worst slack (ns)  power, mW  hold slack, ns
3_5_place_dp              0.380      0.985           0.439
5_1_grt                   0.117       1.58           0.488
2_1_floorplan             0.767      0.945           0.184
6_report                  0.345       1.51           0.461
4_1_cts                   0.338       1.53           0.464
3_3_place_gp              0.407      0.986           0.434
-- power by group --
part	total, mW	switching, mW	internal (mW)
Clock	0.543	0.273	0.270
Combinational	0.0496	0.0130	0.0366
Sequential	0.914	0.00618	0.908
Total	1.51	0.292	1.22
-- flip-flops by register name, indices dropped and copies added (netlist names) --
| name | cells |
|---|---|
| col_addr | 10 |
| h_count | 10 |
| v_count | 10 |
| row_addr | 9 |
| b | 4 |
| g | 4 |
| r | 4 |
| hs | 1 |
| rdn | 1 |
| vs | 1 |
-- path summary, 6_finish.rpt --
| check | endpoint | slack (ns) |
|---|---|---|
| hold / removal | col_addr[0] | 0.46 |
| setup reg to reg | v_count[4] | 0.34 |
| min in group asynchronous | v_count[3] | 0.48 |
| hold reg to reg | col_addr[0] | 0.46 |
| setup / recovery | v_count[4] | 0.34 |
| max in group asynchronous | v_count[9] | 1.49 |
Power is estimated from default activity; no workload was simulated.
